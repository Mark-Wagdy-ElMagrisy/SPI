===== flow/design.v =====
module Counter(clk,rst_n,out);
    input clk,rst_n;
    output reg [3:0] out;
    always @(posedge clk) begin
        if(~rst_n)
            out <= 0;
        else begin             
                if(out == 10)
                    out <= 0;
                else
                    out <= out + 1;
        end
    end
endmodule
module RAM(din,clk,rst_n,rx_valid,dout,tx_valid);
    parameter MEM_DEPTH = 256;
    parameter ADDR_SIZE = 8;
    input [9:0] din;
    input clk,rst_n,rx_valid;
    output reg [7:0] dout;
    output tx_valid;
    reg [7:0] mem [MEM_DEPTH-1:0];
    reg [7:0] write_address,read_address;
    wire [1:0] opmode;
    assign opmode = din[9:8];
    assign tx_valid = ~rx_valid;
    always @(posedge clk) begin
        if(~rst_n)
            dout <= 0;
        else begin
            case (opmode)
                0:
                    write_address <= din[7:0];
                1: 
                    mem[write_address] <= din[7:0];
                2:
                    read_address <= din[7:0];
                3: begin
                    if(tx_valid)
                        dout <= mem[read_address];
                end
                default: 
                    dout <= 0;
            endcase
        end
    end
endmodule
module SPIslave(MOSI,SS_n,tx_data,tx_valid,clk,rst_n,rx_data,rx_valid,MISO);
    parameter IDLE = 0;
    parameter CHK_MOD = 1;
    parameter WRITE = 2;
    parameter READ_ADDR = 3;
    parameter READ_DATA = 4;
    input MOSI,SS_n,tx_valid,clk,rst_n;
    input [7:0] tx_data;
    output reg [9:0] rx_data;
    output reg MISO;
    output rx_valid;
    (* fsm_encoding = "sequential" *) reg [2:0] ns,cs;
    reg [9:0] shiftReg;
    reg MOSIreg;
    wire [3:0] counterOut;
    wire switchState;
    wire [1:0] opmode;
    Counter count(clk,rst_n,counterOut);
    assign opmode = shiftReg[9:8];
    assign switchState = (counterOut == 0) ? 1 : 0;   
    integer i;
    always @(posedge clk) begin
        if(~rst_n)
            cs <= IDLE;
        else
            cs <= ns;
    end
    always @(cs, SS_n, MOSIreg, switchState) begin
            case (cs)
                IDLE: begin
                        if(SS_n)
                            ns <= IDLE;
                        else
                            ns <= CHK_MOD;
                    end
                CHK_MOD: begin
                        if(SS_n)
                            ns <= IDLE;
                        else if (~SS_n && switchState) begin
                            if(~MOSIreg) 
                                ns <= WRITE;
                            else begin
                                if(opmode == 'b10)
                                    ns <= READ_ADDR;
                                else if (opmode == 'b11)
                                    ns <= READ_DATA;
                            end
                        end
                        else
                            ns <= ns;
                    end
                WRITE: begin
                        if(SS_n)
                            ns <=IDLE;
                        else if(switchState || rx_valid == 1)  
                            ns <= CHK_MOD;
                        else
                            ns <= ns;
                    end
                READ_ADDR: begin
                        if(SS_n)
                            ns <=IDLE;
                        else if(switchState || rx_valid == 1)
                            ns <= CHK_MOD;
                        else
                            ns <= ns;
                    end
                READ_DATA: begin
                        if(SS_n)
                            ns <=IDLE;
                        else if(switchState)
                            ns <= CHK_MOD;
                        else
                            ns <= ns;
                    end
                default:    ns <= IDLE;
            endcase
    end
    assign rx_valid = (cs == WRITE || cs == READ_ADDR) ? 1 : 0;
    always @(posedge clk) begin
        if (switchState) begin        
            MOSIreg <= MOSI;
        end else begin
            shiftReg[0] <= MOSI;
            for(i=0;i<9;i=i+1)
                shiftReg[i+1] <= shiftReg[i];
            MISO <= shiftReg[9];
        end
        case (cs)
            CHK_MOD:
                rx_data <= rx_data;
            WRITE:
                rx_data <= shiftReg;
            READ_ADDR: 
                rx_data <= shiftReg;
            READ_DATA: begin
                if(tx_valid && counterOut == 2 && !switchState)
                    shiftReg[9:2]<= tx_data;
            end
            default:  ;
        endcase
    end
endmodule
module SPISystem(MOSI,SS_n,clk,rst_n,MISO);
    parameter MEM_DEPTH = 256;
    parameter ADDR_SIZE = 8;
    input MOSI,SS_n,rst_n,clk;
    output MISO;
    wire [9:0] din_rx;
    wire rx_valid, tx_valid;
    wire [7:0] tx_data;
    RAM memory(din_rx,clk,rst_n,rx_valid,tx_data,tx_valid);
    SPIslave slave(MOSI,SS_n,tx_data,tx_valid,clk,rst_n,din_rx,rx_valid,MISO);
endmodule

===== flow/run.sh =====
#!/bin/bash
# OpenROAD 26Q1-2900-gdf79404cd8, Yosys 0.63+post, stock flow scripts
make -C /OpenROAD-flow-scripts/flow DESIGN_CONFIG=/design/flow/config.mk WORK_HOME=/design/flow/orfs finish

===== flow/config.mk =====
export PLATFORM = sky130hd
export DESIGN_NAME = SPISystem
export DESIGN_NICKNAME = SPISystem
export VERILOG_FILES = /design/flow/design.v
export SDC_FILE = /design/flow/constraint.sdc
export NUM_CORES = 4
export LEC_CHECK = 1
export CORE_UTILIZATION = 40

===== flow/constraint.sdc =====
current_design SPISystem

set clk_period 40.6
set clk_io_pct 0.2

create_clock -name clk0 -period $clk_period [get_ports {clk}]

set non_clock_inputs [all_inputs -no_clocks]
set_input_delay [expr $clk_period * $clk_io_pct] -clock clk0 $non_clock_inputs
set_output_delay [expr $clk_period * $clk_io_pct] -clock clk0 [all_outputs]

==> flow_summary.ini <==
; implementation run metrics
[status]
status = complete, but fails checks
failed_checks = max-capacitance violations, max-slew violations

[synth]
flop_cell = edfxtp_1
yosysUniqueCellTypes = 65
ys_ff = 2104
syn_inst = 3938
yosys_area_um2 = 81430
yosys_cells = 3938
edf_count = 2078
ys_async_sr_fraction = 0
syn_avg_cell_area_um2 = 20.68
yosysWarnings = 5
netlist_area_um2 = 81430

[global_routing]
grt_usage = 0.2491
grt_overflow = 0
grt_pass1_vias = 45380
grt_max_degree = 100
grt_antenna_before_repair = 4
grt_pass1_wl_um = 325700

[power]
p_switching_mw = 0.8666
cellLeakagePower_nw = 28.27
p_seq_frac = 0.552
peakVddDrop_v = 0.00003322
power.internal_mw = 3.422
power.density_nw_per_um2 = 46.89
total_power_mw = 4.288
clkPwrFrac = 0.435
p_comb_frac = 0.013
swShare = 0.2021

[min_path]
whs_endpoint = slave.rx_data[8]$_DFFE_PP_
min_path_type = register to register
holdPathStages = 0
hp-start = slave.shiftReg[8]$_DFF_P_

[detailed_routing]
wl_per_cell_um = 33.16
vias = 40750
first_pass_iters = 5
wl_um = 229100
final_antenna_net_count = 0
drtIter0Drc = 2738
via_per_inst = 5.898
drc_errors = 0

[sta]
final_max_slew_viol_count = 9
untimed_endpoints = 3
layout_min_cycle_time_ns = 10.88
fin_tns_setup_ns = 0
max_freq_mhz = 91.88
worst_slew_pin_slew_ns = 1.542
setup_violations = 0
slew_headroom = -0.02985
finalHoldViolations = 0
min_period_over_period = 0.2681
unclocked_regs = 3
rsz0062_at_grt = false
finClkSkew_ns = 0.04003

[cells_and_area]
final_layout_top_logic_cells = 2078 x edfxtp_1, 448 x mux4_2, 315 x nor2_1
stdcell_count = 6909
n_fill_cell = 16690
drive_gt1_frac = 0.2174
area_delta_synth_final_pct = 12.32
lay_top_count = edfxtp_1
final_core_util = 0.4520

[floorplan]
die-area_um2 = 205400
fp.dieH_um = 453.2
initial_core_util = 0.4025
core_um2 = 202300
rows = 165
die-width_um = 453.2
io_pins = 5

[job]
max_cap_viol_count = 1
tool_warnings = 28

[placed_design]
port_buffers = 4
globalplace.congestion = 0.9855
hpwl_um = 144100
dp.cells = 6527

[cts]
cts_tree = yes
cts_buffers = 205
clk_latency_ns = 0.86
clk_path_buf_depth = 3
cts.reportedPaths.clkPinSlew_ns = 0.06
cts-resized-gates = 0
clockRootBuffer = clkbuf_16
hold_buffers = 0
h-tree-depth = 4
postCtsSetupBuffers = 0

[worst_setup_path]
cp_cell_sequence = clkdlybuf4s50_1 -> buf_4 -> inv_1 -> nor3b_2 -> buf_4 -> nand4_1 -> buf_4 -> nor2_1
critPathBufInv = 5
arrival_ns = 11.37
cp.required_ns = 41.08
r2r_end = memory.dout[2]$_SDFFE_PN0P_
crit_family = buffers and inverters
crit_slowest_cell = nand4_1
ff2ff_setup_slack_ns = 35.44
max_stage_delay_ns = 0.69
end_kind = register
critical_path_class = primary input to register
worstRegToRegCells = 10
crit_path_start_kind = primary input
r2r-start = memory.read_address[0]$_DFFE_PP_
path_max_fanout = 16
crit_path_frequent_cell = buf_4
-- registers in the layout, indices dropped and copies added (netlist names) --
name and flops:
memory.dout 8, memory.mem 2048, memory.read_address 8, memory.write_address 8, slave.MISO 1, slave.MOSIreg 1, slave.count.out 4, slave.cs 3
slave.ns 3, slave.rx_data 10, slave.shiftReg 10
-- final cells by class --
type                    count  area (um^2)  area share
flip-flops and latches   2104        62910      0.6878
multi-input cells        1582        17200      0.1880
clock buffers             241         5265     0.05757
well taps                2672         3343     0.03655
clock inverters           140         1405     0.01536
repair buffers            155         1286     0.01406
inverters                  14        55.05   0.0006019
diodes                      1        2.502  0.00002736
-- through the flow --
stage                     cell area (um^2)  hold slack [ns]  setup WS [ns]
after floorplan                      81430           0.4215          30.39
after global placement               84790           0.4459          29.05
after detailed placement             84790           0.4544          28.97
after CTS                            91460           0.4628          29.88
after global routing                 91460           0.4786          29.66
final                                91460           0.4685          29.72
-- kinds of logic (layout without fill, tap and decap cells) --
| group | count (synthesis) | after routing | share of synthesized area |
|---|---|---|---|
| AOI/OAI and AO/OA | 387 | 387 | 0.03325 |
| xor gates and xnor gates | 1 | 1 | 0.0001076 |
| adders and majority gates | 3 | 3 | 0.0004610 |
| buffers and inverters | 252 | 550 | 0.01681 |
| DFF | 2101 | 2101 | 0.7720 |
| latches | 3 | 3 | 0.0005531 |
| muxes | 642 | 642 | 0.1479 |
| other | 0 | 1 | 0 |
| and+or+nand+nor | 549 | 549 | 0.02895 |
-- power groups by stage --
stage / Combinational [mW] / Sequential, mW / Clock [mW]
4_1_cts: 0.0561 / 2.37 / 1.89
5_1_grt: 0.0596 / 2.36 / 1.97
6_report: 0.0563 / 2.37 / 1.87
-- layer usage --
layer,wire (um),track usage,up-vias
li1,-,-,16670
met1,71690,0.2841,20450
met4,9281,0.07802,14
met3,42090,0.2089,454
met2,105600,0.3530,3158
met5,435,0.01632,-
-- Yosys cell counts (15+ instances only) --
master	n	share of area
nor2b_1	17	0.0013
nand4_1	18	0.0014
nor2_1	316	0.015
nand3_1	49	0.0030
a22oi_1	93	0.0086
o21ai_0	35	0.0022
o22ai_1	43	0.0033
buf_2	34	0.0021
buf_4	23	0.0021
clkbuf_1	128	0.0059
nand2_1	89	0.0041
buf_6	37	0.0051
mux2i_1	186	0.023
o221ai_1	33	0.0035
buf_1	15	0.00069
a21oi_1	68	0.0042
edfxtp_1	2078	0.77
mux4_2	448	0.12
dfxtp_1	23	0.0057
nor3_1	15	0.00092
a31oi_1	21	0.0016
-- how the worst max path moves through the flow --
stage         start                          end  cells past startpoint
CTS           rst_n  memory.mem[75][4]$_DFFE_PP_                      8
global route  rst_n  memory.mem[75][4]$_DFFE_PP_                      8
finish        rst_n  memory.mem[75][4]$_DFFE_PP_                      8
No activity file was given, so power comes from the tool's default toggle rates.
